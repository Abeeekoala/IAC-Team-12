==> config.mk <==
export PLATFORM = sky130hd
export DESIGN_NAME = writeback
export DESIGN_NICKNAME = writeback
export VERILOG_FILES = /design/flow/design.v
export SDC_FILE = /design/flow/constraint.sdc
export NUM_CORES = 4
export LEC_CHECK = 1
export CORE_AREA = 10 10 71 71
export DIE_AREA = 0 0 81 81
==> constraint.sdc <==
current_design writeback

set clk_period 3.2
set clk_io_pct 0.2

create_clock -name clk0 -period $clk_period

set non_clock_inputs [all_inputs -no_clocks]
set_input_delay [expr $clk_period * $clk_io_pct] -clock clk0 $non_clock_inputs
set_output_delay [expr $clk_period * $clk_io_pct] -clock clk0 [all_outputs]
==> design.v <==
module mux #(
    DATA_WIDTH = 32
) (
    input   logic [DATA_WIDTH-1:0]  in0,
    input   logic [DATA_WIDTH-1:0]  in1,
    input   logic                   sel,
    output  logic [DATA_WIDTH-1:0]  out
);
    assign out = sel ? in1 : in0;
endmodule
module  mux4 #(
    parameter   DATA_WIDTH = 32
) (
    input logic [DATA_WIDTH - 1: 0]     in0,
    input logic [DATA_WIDTH - 1: 0]     in1,
    input logic [DATA_WIDTH - 1: 0]     in2,
    input logic [DATA_WIDTH - 1: 0]     in3,
    input logic [1:0]                   sel,
    output logic [DATA_WIDTH - 1: 0]    out 
);
logic [DATA_WIDTH - 1: 0] mux0_out;
logic [DATA_WIDTH - 1: 0] mux1_out;
mux mux0(
    .in0    (in0),
    .in1    (in1),
    .sel    (sel[0]),
    .out    (mux0_out)
);
mux mux1(
    .in0    (in2),
    .in1    (in3),
    .sel    (sel[0]),
    .out    (mux1_out)
);
mux muxMSB(
    .in0    (mux0_out),
    .in1    (mux1_out),
    .sel    (sel[1]),
    .out    (out)
);
endmodule
module writeback(
    input logic [1:0]               ResultSrcW,
    input logic [31:0]              ALUoutW,
    input logic [31:0]              ReadDataW,
    input logic [31:0]              inc_PCW,
    output logic [31:0]             ResultW
);
mux4 Result_mux(
    .in0                            (ALUoutW),
    .in1                            (ReadDataW),
    .in2                            (inc_PCW),
    .in3                            (32'h0000),
    .sel                            (ResultSrcW),
    .out                            (ResultW)
);
endmodule
==> run.sh <==
#!/bin/bash
# OpenROAD 26Q1-2900-gdf79404cd8, Yosys 0.63+post, stock flow scripts
make -C /OpenROAD-flow-scripts/flow DESIGN_CONFIG=/design/flow/config.mk WORK_HOME=/design/flow/orfs finish
==> Changelog: implementation <==
## Implementation

* # DRC at 0
* Global-route wire length before repair at 6660 microns
* Commonest cells after routing, fill and taps aside: sky130_fd_sc_hd__clkdlybuf4s50_1 (129), sky130_fd_sc_hd__mux2i_1 (32), sky130_fd_sc_hd__o2bb2ai_1 (22)
* Met2 demand-to-capacity share in global routing at 24.4%
* Core utilization at floorplan at 21.7%
* Maximum achievable frequency at 342 MHz
* Crit Path Category: input port to output pin
* X dimension of the die at 81 microns
* Worst path most repeated cell: sky130_fd_sc_hd__clkdlybuf4s50_1
* Instance tally after logic synthesis at 77
* Core Region at 0.00363 sq mm
* Vias post-DR at 1,114
* Post-route total power at 269 uW
* Yosys Instances at 77
* Largest stage delay on the critical path at 0.50 ns
* Inserted Diodes at 0
* Avg Vias per Cell at 4.49
* Number of standard-cell rows in the floorplan at 22
* Slowest cell on crit path: sky130_fd_sc_hd__clkdlybuf4s50_1
* Final period util at 91.3%
* Final number of hold-violating endpoints at 0
* RSZ-0062 raised after global routing: no
* Netlist Area Pre-Place at 787 sq um
* Final critical delay including setup and external delays at 2.92 ns
* Setup TNS after final layout at 0 ns
* Antenna violations before repair at 0
* Worst setup EP type: output pin
* Final ANT Viol Nets at 0
* Status: completed
* Total of warnings raised by yosys at 0
* Area growth syn-to-layout at 163%
* GR met1 Demand/Resource at 14.5%
* Residual overflow from global routing at 0
* Ports placed on the boundary at 130
* WL per Instance at 18.7 microns
* Number of buffers added to fix hold violations after cts at 0
* Synthesis area per yosys at 787 sq um
* Grt peak-use layer: met2
* Port Buffer Count at 130
* Power density cells at 130 mW/mm^2
* Number of optimization iterations in the first detailed-route pass at 2
* Number of unique standard cell types used by synthesis at 8
* Number of global-route vias before repair at 1,213
* Final setup viols at 0
* Detailed-route wire length at 4630 microns
* Clock buffer instance count of the final layout at 0
* Count of final max-slew check failures at 0
* Max-cap viol count at 0
* Max-Slew Margin vs Limit at 73.5%
* Commonest Layout Cell: sky130_fd_sc_hd__clkdlybuf4s50_1
* Maximum VDD drop at 60.5 uV
* All-layer global routing usage at 13.0%
* Starting DRC count in detailed routing at 15
* OpenROAD warning count at 33
* Sequential cell area in the final layout at 0 sq um
* Worst-path fanout max at 16
* Critical path startpoint category: input port
* Post-Synthesis Mean Instance Area at 10.2 sq um
* Series of cell instances along the critical path: clkdlybuf4s50_1, nor2b_4, buf_4, o2bb2ai_1, clkdlybuf4s50_1
* Hold WC Path Type: input port to output pin
* Slew of the pin with the lowest slew margin at 0.397 ns
* Number of setup buffers added after CTS at 0
* Resize count post-CTS at 0
* Crit path arrival time at 2.28 ns
* Final weighted congestion in routability-driven placement at 0.872
* Data required time at the worst endpoint at 2.56 ns
* Maximum number of pins on one net before global-route repair at 33
* Registers at 0
* Total half-perimeter wirelength after legalization and detailed placement at 4130 microns
* Share of cells above drive strength 1 at 8.50%
* Die Ht at 81 microns
* Lkg Pwr at 0.795 nW
* Sequential share of the synthesized area at 0%
* Chip Area at 0.00656 sq mm
* Met3 layer usage reported by global route at 4.68%
[cell families after synthesis]
logic type      Yosys count  synth area share (%)
mux                      32                  40.7
compound gates           32                  43.6
buf+inv                  12                  14.0
simple gates              1                  1.75
[final timing paths]
check | slack [ns] | end | cells after the start | start
max | 0.28 | ResultW[29] | 5 | ResultSrcW[1]
min | 2.15 | ResultW[18] | 4 | ResultSrcW[0]
[critical path: cells and delay by family]
family,cells,cell delay [ns]
buffers and inverters,3,1.23
AND/OR/NAND/NOR,1,0.24
AND-OR/OR-AND,1,0.16
[metal layers]
metal | vias up | part of all wire [%]
met5 | - | 0
met4 | 0 | 0
met3 | 0 | 12
met2 | 69 | 49
met1 | 483 | 39
li1 | 562 | -
[power by group]
group	switching [mW]	internal (mW)
combinational	0.0701	0.199
sequential	0	0
clock	0	0
[per-stage QoR]
step | hold WS (ns) | utilization [%] | setup WS, ns | cell area, sq um | instances
4_1_cts | 2.16 | 57.0 | 0.252 | 2070 | 248
5_1_grt | 2.19 | 57.0 | 0.194 | 2070 | 248
6_report | 2.15 | 57.0 | 0.278 | 2070 | 248
3_5_place_dp | 2.16 | 57.0 | 0.253 | 2070 | 248
2_1_floorplan | 1.34 | - | 1.32 | 787 | 77
3_3_place_gp | 2.16 | 57.0 | 0.274 | 2070 | 248
[cell usage after synthesis, drive strengths merged]
master / n / area, sq um
buf: 10 / 103
clkbuf: 2 / 7.51
nor2b: 1 / 13.8
o2bb2ai: 32 / 343
mux2i: 32 / 320
[layout make-up]
cell class	instances	area [sq um]
Timing Repair Buffer	135	1330
Fill cell	324	1560
Multi-Input combinational cell	65	677
Tap cell	48	60.1
No activity file was given, so power comes from the tool's default toggle rates.
