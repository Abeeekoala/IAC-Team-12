**design/flow/design.v**
```verilog
module CU (
    input logic [2:0]       funct3,
    input logic [6:0]       op,
    input logic             funct7_5,
    input logic             Flush,
    input logic             stall_in,
    output logic [2:0]      ImmSrc,
    output logic            MemWrite,
    output logic            RegWrite,
    output logic [3:0]      ALUctrl,
    output logic            ALUSrcA,
    output logic            ALUSrcB,
    output logic [1:0]      ResultSrc,
    output logic            Branch,
    output logic            Jump
);
always_comb begin
    ImmSrc = 3'b000;
    ResultSrc = 2'b00;
    ALUSrcA = 1'b0;
    ALUSrcB = 1'b0;
    ALUctrl = 4'b0000;
    RegWrite = 1'b0;
    MemWrite = 1'b0;
    Branch = 1'b0;
    Jump = 1'b0;
    if (!Flush) begin
        case(op)
            7'b0110011: begin
                if (!stall_in)
                    RegWrite = 1'b1;
                case(funct3)
                    3'b000: begin
                        ALUctrl = funct7_5 ? 4'b0001 : 4'b0000;
                    end
                    3'b100: begin
                        ALUctrl = 4'b0100;
                    end
                    3'b110: begin
                        ALUctrl = 4'b0011;
                    end
                    3'b111: begin
                        ALUctrl = 4'b0010;
                    end
                    3'b001: begin
                        ALUctrl = 4'b0101;
                    end
                    3'b101: begin
                        ALUctrl = funct7_5 ? 4'b0111 : 4'b0110;  
                    end
                    3'b010: begin
                        ALUctrl = 4'b1001;
                    end
                    3'b011: begin
                        ALUctrl = 4'b1010;
                        ImmSrc = 3'b001;
                    end
                endcase
            end
            7'b0010011: begin
                if (!stall_in)
                    RegWrite = 1'b1;
                ALUSrcB = 1'b1;
                case(funct3)
                    3'b000: begin
                        ALUctrl = 4'b0000;
                    end
                    3'b100: begin
                        ALUctrl = 4'b0100;
                    end
                    3'b110: begin
                        ALUctrl = 4'b0011;
                    end
                    3'b111: begin
                        ALUctrl = 4'b0010;
                    end
                    3'b001: begin
                        if (~funct7_5) begin
                            ALUctrl = 4'b0101;
                            ImmSrc = 3'b001;
                        end
                    end
                    3'b101: begin
                        ALUctrl = funct7_5 ? 4'b1000 : 4'b0110;
                        ImmSrc = 3'b001;
                    end
                    3'b010: begin
                        ALUctrl = 4'b1001;
                    end
                    3'b011: begin
                        ALUctrl = 4'b1010;
                        ImmSrc = 3'b001;
                    end
                endcase
            end
            7'b0000011: begin
                if (!stall_in)
                    RegWrite = 1'b1;
                ALUctrl = 4'b0000;
                ALUSrcB = 1'b1;
                ResultSrc = 2'b01;
            end
            7'b0100011: begin
                if (!stall_in)
                    MemWrite = 1'b1;
                ALUctrl = 4'b0000;
                ALUSrcB = 1'b1;
                ImmSrc = 3'b010;
            end
            7'b0110111: begin
                if (!stall_in)
                    RegWrite = 1'b1;
                ALUctrl = 4'b1011;
                ALUSrcB = 1'b1;
                ImmSrc = 3'b100;
            end
            7'b0010111: begin
                if (!stall_in)
                    RegWrite = 1'b1;
                ALUSrcA = 1'b1;
                ALUSrcB = 1'b1;
                ImmSrc = 3'b100;
                ALUctrl = 4'b1011;
            end
            7'b1101111: begin
                if (!stall_in)
                    RegWrite = 1'b1;
                ALUSrcA = 1'b1;
                ALUSrcB = 1'b1;
                ImmSrc = 3'b101;
                ResultSrc = 2'b10;
                Jump = 1'b1;
            end
            7'b1100111: begin
                if (!stall_in) begin
                    RegWrite = 1'b1;
                    Jump = 1'b1;
                end
                ALUSrcA = 1'b0;
                ALUSrcB = 1'b1;
                ResultSrc = 2'b10;
            end
            7'b1100011: begin
                if (!stall_in)
                    Branch = 1'b1;
                ALUSrcA = 1'b1;
                ALUSrcB = 1'b1;
                ImmSrc = 3'b011;
            end
        endcase
    end
end
endmodule
module decode (
    input logic                 clk,
    input logic [31:0]          InstrD,
    input logic [31:0]          PCD,
    input logic [31:0]          inc_PCD,
    input logic                 RegWriteW,
    input logic [4:0]           RdW,
    input logic [31:0]          ResultW,
    input logic                 Flush,
    input logic                 stall_in,
    input logic                 stall_cache,
    output logic                JumpE,
    output logic                BranchE,
    output logic                RegWriteE,
    output logic [1:0]          ResultSrcE,
    output logic                MemWriteE,
    output logic [3:0]          ALUCtrlE,
    output logic                ALUSrcAE,
    output logic                ALUSrcBE,
    output logic [31:0]         RD1E,
    output logic [31:0]         RD2E,
    output logic [31:0]         ImmExtE,
    output logic [31:0]         PCE,
    output logic [2:0]          funct3E,
    output logic [4:0]          RdE,
    output logic [4:0]          Rs1D,
    output logic [4:0]          Rs2D,
    output logic [4:0]          Rs1E,
    output logic [4:0]          Rs2E,
    output logic [31:0]         inc_PCE,
    output logic [31:0]         a0
);
wire                JumpD;
wire                BranchD;
wire                RegWriteD;
wire [1:0]          ResultSrcD;
wire                MemWriteD;
wire [3:0]          ALUCtrlD;
wire                ALUSrcAD;
wire                ALUSrcBD;
wire [31:0]         RD1D;
wire [31:0]         RD2D;
wire [31:0]         ImmExtD;
wire [2:0]          ImmSrc;
assign Rs1D = InstrD[19:15];
assign Rs2D = InstrD[24:20];
CU control_unit(
    .funct3         (InstrD[14:12]),
    .op             (InstrD[6:0]),
    .funct7_5       (InstrD[30]),
    .Flush          (Flush),
    .stall_in       (stall_in),
    .ImmSrc         (ImmSrc),
    .MemWrite       (MemWriteD),
    .RegWrite       (RegWriteD),
    .ALUctrl        (ALUCtrlD),
    .ALUSrcA        (ALUSrcAD),
    .ALUSrcB        (ALUSrcBD),
    .ResultSrc      (ResultSrcD),
    .Branch         (BranchD),
    .Jump           (JumpD)
);
regfile RegFile(
    .clk            (clk),
    .A1             (InstrD[19:15]),
    .A2             (InstrD[24:20]),
    .A3             (RdW),
    .WE3            (RegWriteW),
    .WD3            (ResultW),
    .RD1            (RD1D),
    .RD2            (RD2D),
    .a0             (a0)
);
sign_ext signext(
    .Instr          (InstrD[31:7]),
    .ImmSrc         (ImmSrc),
    .ImmExt         (ImmExtD)
);
ff2 DE_FF(
    .clk            (clk),
    .JumpD          (JumpD),
    .BranchD        (BranchD),
    .RegWriteD      (RegWriteD),
    .ResultSrcD     (ResultSrcD),
    .MemWriteD      (MemWriteD),
    .ALUCtrlD       (ALUCtrlD),
    .ALUSrcAD       (ALUSrcAD),
    .ALUSrcBD       (ALUSrcBD),
    .RD1D           (RD1D),
    .RD2D           (RD2D),
    .ImmExtD        (ImmExtD),
    .PCD            (PCD),
    .funct3D        (InstrD[14:12]),
    .RdD            (InstrD[11:7]),
    .Rs1D           (InstrD[19:15]),
    .Rs2D           (InstrD[24:20]),
    .inc_PCD        (inc_PCD),
    .stall_cache    (stall_cache),
    .JumpE          (JumpE),
    .BranchE        (BranchE),
    .RegWriteE      (RegWriteE),
    .ResultSrcE     (ResultSrcE),
    .MemWriteE      (MemWriteE),
    .ALUCtrlE       (ALUCtrlE),
    .ALUSrcAE       (ALUSrcAE),
    .ALUSrcBE       (ALUSrcBE),
    .RD1E           (RD1E),
    .RD2E           (RD2E),
    .ImmExtE        (ImmExtE),
    .PCE            (PCE),
    .funct3E        (funct3E),
    .RdE            (RdE),
    .Rs1E           (Rs1E),
    .Rs2E           (Rs2E),
    .inc_PCE        (inc_PCE)
);
endmodule
module ff2 (
    input logic             clk,
    input logic             JumpD,
    input logic             BranchD,
    input logic             RegWriteD,
    input logic [1:0]       ResultSrcD,
    input logic             MemWriteD,
    input logic [3:0]       ALUCtrlD,
    input logic             ALUSrcAD,
    input logic             ALUSrcBD,
    input logic [31:0]      RD1D,
    input logic [31:0]      RD2D,
    input logic [31:0]      ImmExtD,
    input logic [31:0]      PCD,
    input logic [2:0]       funct3D,
    input logic [4:0]       RdD,
    input logic [4:0]       Rs1D,
    input logic [4:0]       Rs2D,
    input logic [31:0]      inc_PCD,
    input logic             stall_cache,
    output logic             JumpE,
    output logic             BranchE,
    output logic             RegWriteE,
    output logic [1:0]       ResultSrcE,
    output logic             MemWriteE,
    output logic [3:0]       ALUCtrlE,
    output logic             ALUSrcAE,
    output logic             ALUSrcBE,
    output logic [31:0]      RD1E,
    output logic [31:0]      RD2E,
    output logic [31:0]      ImmExtE,
    output logic [31:0]      PCE,
    output logic [2:0]       funct3E,
    output logic [4:0]       RdE,
    output logic [4:0]       Rs1E,
    output logic [4:0]       Rs2E,
    output logic [31:0]      inc_PCE
);
always_ff @(posedge clk) begin
    if (!stall_cache) begin
        JumpE <= JumpD;
        BranchE <= BranchD;
        RegWriteE <= RegWriteD; 
        ResultSrcE <= ResultSrcD;
        MemWriteE <= MemWriteD;
        ALUCtrlE <= ALUCtrlD;
        ALUSrcAE <= ALUSrcAD;
        ALUSrcBE <= ALUSrcBD;
        RD1E <= RD1D;
        RD2E <= RD2D;
        ImmExtE <= ImmExtD;
        PCE <= PCD;
        funct3E <= funct3D;
        RdE <= RdD;
        Rs1E <= Rs1D;
        Rs2E <= Rs2D;
        inc_PCE <= inc_PCD;
    end
end
endmodule
module regfile #(
    parameter ADDR_WIDTH = 5,           
    DATA_WIDTH = 32
)(
    input logic                     clk,
    input logic [ADDR_WIDTH-1:0]    A1,
    input logic [ADDR_WIDTH-1:0]    A2,
    input logic [ADDR_WIDTH-1:0]    A3,
    input logic                     WE3,  
    input logic [DATA_WIDTH-1:0]    WD3,
    output logic [DATA_WIDTH-1:0]   RD1,
    output logic [DATA_WIDTH-1:0]   RD2,
    output logic [DATA_WIDTH-1:0]   a0
);
logic [DATA_WIDTH-1:0] regfile_array [2**ADDR_WIDTH-1:0];
always_comb begin
        RD1 = regfile_array[A1];
        RD2 = regfile_array[A2];
        a0 = regfile_array[{5'b01010}];
    end
always_ff @(negedge clk)
    begin
        if(WE3 == 1'b1 && A3 != 5'b00000)
            regfile_array[A3] <= WD3;
    end
endmodule
module sign_ext (
    input   logic [31:7]      Instr,
    input   logic [2:0]       ImmSrc,
    output  logic [31:0]      ImmExt
);
always_comb begin
    case (ImmSrc)
        3'b000: ImmExt = {{20{Instr[31]}}, Instr[31:20]};
        3'b001: ImmExt = {{20{1'b0}}, Instr[31:20]};
        3'b010: ImmExt = {{20{Instr[31]}}, Instr[31:25], Instr[11:7]};
        3'b011: ImmExt = {{20{Instr[31]}}, Instr[7], Instr[30:25], Instr[11:8], 1'b0};
        3'b100: ImmExt = {Instr[31:12], {12{1'b0}}};
        3'b101: ImmExt = {{11{Instr[31]}}, Instr[31], Instr[19:12], Instr[20], Instr[30:21], 1'b0};
        default: begin
            ImmExt = 32'b0;
        end
    endcase
end
endmodule
```
**design/flow/run.sh**
```bash
#!/bin/bash
# OpenROAD 26Q1-2900-gdf79404cd8, Yosys 0.63+post, stock flow scripts
make -C /OpenROAD-flow-scripts/flow DESIGN_CONFIG=/design/flow/config.mk WORK_HOME=/design/flow/orfs finish
```
**design/flow/config.mk**
```make
export PLATFORM = sky130hd
export DESIGN_NAME = decode
export DESIGN_NICKNAME = decode
export VERILOG_FILES = /design/flow/design.v
export SDC_FILE = /design/flow/constraint.sdc
export NUM_CORES = 4
export LEC_CHECK = 1
export CORE_UTILIZATION = 30
```
**design/flow/constraint.sdc**
```tcl
current_design decode

set clk_period 10.1
set clk_io_pct 0.2

create_clock -name clk0 -period $clk_period [get_ports {clk}]

set non_clock_inputs [all_inputs -no_clocks]
set_input_delay [expr $clk_period * $clk_io_pct] -clock clk0 $non_clock_inputs
set_output_delay [expr $clk_period * $clk_io_pct] -clock clk0 [all_outputs]
```
==> impl_metrics.env <==
# flow metrics
export IMPL_status="completed"
export IMPL_async_reset_ff_share_pct=0
export IMPL_synthToLayoutAreaGrowth_pct=29.68
export IMPL_cts_root_buf="clkbuf_16"
export IMPL_drv_cap=0
export IMPL_p_sw_uw=3615
export IMPL_power_frac_comb_pct=7.0
export IMPL_num_vias=32470
export IMPL_startpoint_type="flop"
export IMPL_ys_seq_elements=1214
export IMPL_num_rows=153
export IMPL_power_per_cell_area_nw_per_um2=196.4
export IMPL_slew_violations=0
export IMPL_synth_warnings=4
export IMPL_synthTopCellsByArea="edfxtp_1, mux4_2, mux2i_1, o22ai_1, a211oi_1"
export IMPL_rr_worst_depth=3
export IMPL_path_class="flop to primary output"
export IMPL_worst_slew_pin_slew_ps=1002
export IMPL_dr_first_iter_drc_count=1847
export IMPL_cp_data_required_time_ps=8080
export IMPL_fin_setup_tns_ps=0
export IMPL_route_detailed_drc=0
export IMPL_first_global_vias=35910
export IMPL_yosysUniqueCellTypes=59
export IMPL_cts_tree="done"
export IMPL_r2r_start="RegFile.regfile_array[10][13]"
export IMPL_synth_chip_area_sq_um=52710
export IMPL_yosysTopAreaCell="edfxtp_1"
export IMPL_slowest_delay_ps=660
export IMPL_syn_area_sq_um=52710
export IMPL_routedWlPerCell_um=24.67
export IMPL_rsz0062_at_grt="false"
export IMPL_antenna_found_initial=9
export IMPL_drt_pass1_iterations=5
export IMPL_crit_family="buffers and inverters"
export IMPL_min_delay_path_depth=1
export IMPL_htreeDepth=4
export IMPL_tool_warnings=1027
export IMPL_syn_avg_cell_area_sq_um=20.59
export IMPL_clock_sinks=1214
export IMPL_cts_made_buffers=139
export IMPL_ys_seq_share_pct=69.16
export IMPL_clock_latency_ps=760
export IMPL_dp_hpwl_mm=100.6
export IMPL_cts_resized=0
export IMPL_core_sq_um=174200
export IMPL_critPathBufInv=1
export IMPL_swShare_pct=26.93
export IMPL_final_hold_violation_count=0
export IMPL_clk_pin_slew_worst_paths_ps=60
export IMPL_dpl_cell_area_sq_um=59770
export IMPL_min_to="DE_FF.Rs2E[4]"
export IMPL_grt_max_degree=84
export IMPL_synthCells=2560
export IMPL_r2r_end="DE_FF.RD2E[13]"
export IMPL_routabilityCongestion=0.9094
export IMPL_via_per_inst=5.000
export IMPL_place_ws_ps=678.3
export IMPL_hold_path_class="primary input to flop"
export IMPL_internal_power_uw=9809
export IMPL_cts_path_max_buffers=3
export IMPL_chipArea_sq_um=177400
export IMPL_track_usage_pct=19.29
export IMPL_drive_gt1_share_pct=21.31
export IMPL_relSlewSlack_pct=32.83
export IMPL_r2r_slack_ps=2700
export IMPL_seq_power_share_pct=43.0
export IMPL_cp_arrival_ps=6820
export IMPL_antenna_left=0
export IMPL_cp_cell_sequence="clkdlybuf4s50_1"
export IMPL_fin_ws_ps=1262
export IMPL_crit_path_top_delay_cell="clkdlybuf4s50_1"
export IMPL_peakVddDrop_uv=127.9
export IMPL_drt_wl_total_mm=160.2
export IMPL_grt_pass1_wl_mm=230.8
export IMPL_postLayoutCellArea_sq_um=68360
export IMPL_skew_ps=40.38
export IMPL_post_cts_buffers=0
export IMPL_setup_viol_count_final=0
export IMPL_ys_cells=2560
export IMPL_critPathMaxFanout=3
export IMPL_synth_top_area_share_pct=69.16
export IMPL_cp_end_kind="primary output"
export IMPL_power_leakage_uw=0.02579
export IMPL_die_x_um=421.2
export IMPL_min_from="InstrD[24]"
export IMPL_fp_util_pct=30.26
export IMPL_ios=370
export IMPL_clockPowerShare_pct=50.0
export IMPL_synth_edff_count=1214
export IMPL_port_buffers=369
export IMPL_ff_type="edfxtp_1"
export IMPL_fp_dieH_um=421.2
export IMPL_holdBufCountCts=0
export IMPL_gr_total_overflow=0
## placed cells by master (no fill, tap or decap), types with 4 or more instances in the layout
cell type	synthesis	routed
edfxtp_1	1214	1214
inv_1	7	1045
mux4_2	448	448
clkdlybuf4s50_1	0	363
o22ai_1	193	193
clkbuf_16	0	150
mux2i_1	128	128
a211oi_1	128	128
buf_4	49	127
a22oi_1	64	64
conb_1	1	32
nor2_4	1	32
nor2_1	54	23
clkinvlp_2	0	21
a21oi_1	16	16
bufinv_16	0	14
buf_12	0	12
inv_6	0	10
a21o_1	9	9
nand2_2	0	8
diode_2	0	7
nor2b_1	11	7
inv_8	0	7
nand3b_1	6	6
inv_4	0	5
clkinv_4	0	5
and2_2	2	4
nand3_1	5	4
nand2_1	12	4
a22o_1	4	4
nor2b_4	0	4
clkinv_2	0	4
buf_8	0	4
## layout make-up
class	count	area [sq um]
Multi-Input combinational cell	1166	15470
Inverter	6	30.03
Antenna cell	7	17.52
Sequential cell	1214	36460
Clock inverter	1114	4792
Tap cell	2325	2909
Fill cell	15480	105800
Timing Repair Buffer	508	4897
Clock buffer	154	3789
## through the flow
stage / hold slack (ps) / util (%) / total power (uW) / cells
2_1_floorplan: 2119 / - / 6883 / 2591
3_3_place_gp: 2464 / 34.31 / 7381 / 5220
3_5_place_dp: 2467 / 34.31 / 7384 / 5220
4_1_cts: 1635 / 39.23 / 13660 / 6487
5_1_grt: 1662 / 39.23 / 14200 / 6489
6_report: 1708 / 39.24 / 13420 / 6494
## metal layers
layer	part of all wire, %	up-vias	global-route usage, %	wire (um)
met3	14	291	13.18	21910
met1	33	16040	21.17	52840
li1	-	14200	-	-
met4	3.7	2	8.255	5920
met2	50	1938	29.15	79520
met5	0.0081	-	0.02688	13
## cells in the mapped netlist, drive strengths merged (2+ instances only)
cell type and count:
edfxtp 1214, mux4 448, o22ai 193, a211oi 128, mux2i 128, buf 115
clkbuf 89, a22oi 64, nor2 57, a21oi 18, nand2 12, nor2b 11
a21o 10, inv 7, nand3b 6, a22o 5, nand3 5, or3b 5
and2 4, nor3 4, o21ai 4, or3 4, nand4 3, and2b 2
nand2b 2, o221ai 2, o32a 2
## cells by family after synthesis
group	share of synthesized area, %
simple gates	1.275
flops	69.16
xor+xnor	0.01662
compound gates	5.704
other cells	0.007114
buf+inv	2.269
mux	21.57
## worst max path at each step
| stage | slack, ps | endpoint | startpoint | cells past startpoint |
|---|---|---|---|---|
| final | 1260 | a0[14] | RegFile.regfile_array[10][14] | 1 |
| after global routing | 1230 | a0[14] | RegFile.regfile_array[10][14] | 1 |
| after CTS | 1230 | a0[14] | RegFile.regfile_array[10][14] | 1 |
## registers in the layout, indices dropped and copies added (netlist names)
signal                 flops
DE_FF.funct3E              3
DE_FF.ALUCtrlE             4
RegFile.regfile_array   1024
DE_FF.ALUSrcBE             1
DE_FF.MemWriteE            1
DE_FF.ImmExtE             32
DE_FF.ResultSrcE           2
DE_FF.BranchE              1
DE_FF.JumpE                1
DE_FF.RdE                  5
DE_FF.Rs1E                 5
DE_FF.RD2E                32
DE_FF.ALUSrcAE             1
DE_FF.PCE                 32
DE_FF.RD1E                32
DE_FF.inc_PCE             32
DE_FF.RegWriteE            1
DE_FF.Rs2E                 5
## power groups by stage
stage	sequential, uW	clock [uW]	combinational (uW)
after CTS	5780	6940	947
after global routing	5780	7430	995
final	5770	6720	934
Power is estimated from default activity; no workload was simulated.
