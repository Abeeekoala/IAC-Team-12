`flow/run.sh`:
```
#!/bin/bash
# OpenROAD 26Q1-2900-gdf79404cd8, Yosys 0.63+post, stock flow scripts
make -C /OpenROAD-flow-scripts/flow DESIGN_CONFIG=/design/flow/config.mk WORK_HOME=/design/flow/orfs finish
```
`flow/config.mk`:
```
export PLATFORM = sky130hd
export DESIGN_NAME = execute
export DESIGN_NICKNAME = execute
export VERILOG_FILES = /design/flow/design.v
export SDC_FILE = /design/flow/constraint.sdc
export NUM_CORES = 4
export LEC_CHECK = 1
export CORE_UTILIZATION = 50
```
`flow/constraint.sdc`:
```
current_design execute

set clk_period 25.1
set clk_io_pct 0.2

create_clock -name clk0 -period $clk_period [get_ports {clk}]

set non_clock_inputs [all_inputs -no_clocks]
set_input_delay [expr $clk_period * $clk_io_pct] -clock clk0 $non_clock_inputs
set_output_delay [expr $clk_period * $clk_io_pct] -clock clk0 [all_outputs]
```
`flow/design.v`:
```
module ALU #(
    DATA_WIDTH = 32
) (
    input logic     [DATA_WIDTH-1:0]    ALUop1,
    input logic     [DATA_WIDTH-1:0]    ALUop2,
    input logic     [3:0]               ALUctrl,
    output logic    [DATA_WIDTH-1:0]    ALUout   
);
always_comb begin
    case(ALUctrl)
        4'b0000: ALUout = ALUop1 + ALUop2;           
        4'b0001: ALUout = ALUop1 - ALUop2;           
        4'b0010: ALUout = ALUop1 & ALUop2;           
        4'b0011: ALUout = ALUop1 | ALUop2;           
        4'b0100: ALUout = ALUop1 ^ ALUop2;           
        4'b0101: ALUout = ALUop1 << ALUop2;          
        4'b0110: ALUout = ALUop1 >> ALUop2;          
        4'b0111: ALUout = ALUop1 >>> ALUop2;         
        4'b1000: ALUout = ALUop1 >>> ALUop2[4:0];     
        4'b1001: ALUout = ($signed(ALUop1) < $signed(ALUop2)) ? 32'd1 : 32'd0;  
        4'b1010: ALUout = (ALUop1 < ALUop2) ? 32'd1 : 32'd0;  
        4'b1011: ALUout = ALUop2;
        default: begin
            ALUout = 32'b0;
        end
    endcase
end
endmodule
module Comparator(
    input logic [31:0]      rs1,
    input logic [31:0]      rs2,
    input logic [2:0]       funct3,
    output logic            Relation     
);
always_comb begin
    case (funct3)
        3'b000: Relation = (rs1 == rs2);
        3'b001: Relation = ~(rs1 == rs2);
        3'b100: Relation = ($signed(rs1) < $signed(rs2));
        3'b101: Relation = ~($signed(rs1) < $signed(rs2));
        3'b110: Relation = (rs1 < rs2);
        3'b111: Relation = ~(rs1 < rs2);
        default: Relation = 0;
    endcase
end
endmodule
module execute (
    input logic             clk,
    input logic             JumpE,
    input logic             BranchE,
    input logic             RegWriteE,
    input logic [1:0]       ResultSrcE,
    input logic             MemWriteE,
    input logic [3:0]       ALUCtrlE,
    input logic             ALUSrcAE,
    input logic             ALUSrcBE,
    input logic [31:0]      RD1E,
    input logic [31:0]      RD2E,
    input logic [31:0]      ImmExtE,
    input logic [31:0]      PCE,
    input logic [2:0]       funct3E,
    input logic [4:0]       RdE,
    input logic [31:0]      inc_PCE,
    input logic [1:0]       ForwardA,
    input logic [1:0]       ForwardB,
    input logic [31:0]      ResultW,
    input logic [31:0]      ALUoutM_i,
    input logic             stall_cache,
    output logic [31:0]     PCTarget,
    output logic            PCSrc,
    output logic            RegWriteM,
    output logic [1:0]      ResultSrcM,
    output logic            MemWriteM,
    output logic [31:0]     ALUoutM_o,
    output logic [2:0]      funct3M,
    output logic [4:0]      RdM,
    output logic [31:0]     Rd2M,
    output logic [31:0]     inc_PCM
);
logic                       Relation;
wire [31:0]                 SrcA;
wire [31:0]                 SrcB;
wire [31:0]                 ALUoutE;
logic [31:0]                Rd1;
logic [31:0]                Rd2;
mux4 ForwardA_mux(
    .in0                    (RD1E),
    .in1                    (ResultW),
    .in2                    (ALUoutM_i),
    .in3                    (32'd0000),
    .sel                    (ForwardA),
    .out                    (Rd1)
);
mux4 ForwardB_mux(
    .in0                    (RD2E),
    .in1                    (ResultW),
    .in2                    (ALUoutM_i),
    .in3                    (32'd0000),
    .sel                    (ForwardB),
    .out                    (Rd2)
);
mux SrcA_mux(
    .in0                    (Rd1),
    .in1                    (PCE),
    .sel                    (ALUSrcAE),
    .out                    (SrcA)
);
mux SrcB_mux(
    .in0                    (Rd2),
    .in1                    (ImmExtE),
    .sel                    (ALUSrcBE),
    .out                    (SrcB)
);
Comparator comparator_unit(
    .rs1                    (Rd1),
    .rs2                    (Rd2),
    .funct3                 (funct3E),
    .Relation               (Relation)
);
ALU ALU_unit(
    .ALUop1                 (SrcA),
    .ALUop2                 (SrcB),
    .ALUctrl                (ALUCtrlE),
    .ALUout                 (ALUoutE)
);
ff3 EM_FF(
    .clk                    (clk),
    .RegWriteE              (RegWriteE),
    .ResultSrcE             (ResultSrcE),
    .MemWriteE              (MemWriteE),
    .ALUoutE                (ALUoutE),
    .funct3E                (funct3E),
    .RdE                    (RdE),
    .Rd2E                   (Rd2),
    .inc_PCE                (inc_PCE),
    .stall_cache            (stall_cache),
    .RegWriteM              (RegWriteM),
    .ResultSrcM             (ResultSrcM),
    .MemWriteM              (MemWriteM),
    .ALUoutM                (ALUoutM_o),
    .funct3M                (funct3M),
    .RdM                    (RdM),
    .Rd2M                   (Rd2M),
    .inc_PCM                (inc_PCM)
);
assign PCSrc = (BranchE & Relation) | JumpE;
assign PCTarget = ALUoutE;
endmodule
module ff3 (
    input logic             clk,
    input logic             RegWriteE,
    input logic [1:0]       ResultSrcE,
    input logic             MemWriteE,
    input logic [31:0]      ALUoutE,
    input logic [2:0]       funct3E,
    input logic [4:0]       RdE,
    input logic [31:0]      Rd2E,
    input logic [31:0]      inc_PCE,
    input logic             stall_cache,
    output logic            RegWriteM,
    output logic [1:0]      ResultSrcM,
    output logic            MemWriteM,
    output logic [31:0]     ALUoutM,
    output logic [2:0]      funct3M,
    output logic [31:0]     Rd2M,
    output logic [4:0]      RdM,
    output logic [31:0]     inc_PCM
);
always_ff @ (posedge clk) begin
    if (!stall_cache) begin
        RegWriteM <= RegWriteE;
        ResultSrcM <= ResultSrcE;
        MemWriteM <= MemWriteE;
        ALUoutM <= ALUoutE;
        funct3M <= funct3E;
        RdM <= RdE;
        Rd2M <= Rd2E;
        inc_PCM <= inc_PCE;
    end
end
endmodule
module mux #(
    DATA_WIDTH = 32
) (
    input   logic [DATA_WIDTH-1:0]  in0,
    input   logic [DATA_WIDTH-1:0]  in1,
    input   logic                   sel,
    output  logic [DATA_WIDTH-1:0]  out
);
    assign out = sel ? in1 : in0;
endmodule
module  mux4 #(
    parameter   DATA_WIDTH = 32
) (
    input logic [DATA_WIDTH - 1: 0]     in0,
    input logic [DATA_WIDTH - 1: 0]     in1,
    input logic [DATA_WIDTH - 1: 0]     in2,
    input logic [DATA_WIDTH - 1: 0]     in3,
    input logic [1:0]                   sel,
    output logic [DATA_WIDTH - 1: 0]    out 
);
logic [DATA_WIDTH - 1: 0] mux0_out;
logic [DATA_WIDTH - 1: 0] mux1_out;
mux mux0(
    .in0    (in0),
    .in1    (in1),
    .sel    (sel[0]),
    .out    (mux0_out)
);
mux mux1(
    .in0    (in2),
    .in1    (in3),
    .sel    (sel[0]),
    .out    (mux1_out)
);
mux muxMSB(
    .in0    (mux0_out),
    .in1    (mux1_out),
    .sel    (sel[1]),
    .out    (out)
);
endmodule
```
==> out/qor.json <==
{
  "die": {
    "core_util_floorplan_pct": 50.8,
    "core_area_um2": 31500,
    "die_footprint_um2": 32700,
    "floorplan.die.height_um": 181,
    "floorplan.rows": 65,
    "ios": 391,
    "dieWidth_um": 181
  },
  "sta": {
    "achievable_frequency_ghz": 0.0609,
    "fin_crit_ps": 16420,
    "final-hold-violation-count": 0,
    "final.setup.tns_ps": 0,
    "rsz0062_at_grt": "false",
    "tightest_slew_ps": 1120,
    "period_used_pct": 65.4,
    "final.setup.worst_slack_ps": 8680,
    "finalMaxSlewViolations": 0,
    "max_slew_margin_pct": 25.3,
    "finalSetupViolations": 0,
    "finalHoldWorstSlack_ps": 5180
  },
  "min_path": {
    "worstHoldPathType": "primary input to flip-flop",
    "hold_path_depth": 1
  },
  "critical_path": {
    "timing.critical_path.arrival_ps": 11400,
    "peak_fanout_along_the_critical_path": 42,
    "worstSetupStartpointType": "primary input",
    "critPathCaptureType": "primary output",
    "cell_chain_of_the_critical_path": "clkdlybuf4s50_1, buf_4, nand2b_2, o221a_2, nor2_2, buf_4, inv_2, ha_1, nor2_1, o311ai_0, a211oi_1, a2111oi_0, buf_4, o41ai_1, o22ai_1, o21ai_0, o2111ai_1, clkdlybuf4s50_1",
    "critical_path_class": "primary input to primary output",
    "critical_path_required_time_ps": 20080,
    "crit_slowest_cell": "a211oi_1",
    "timing.critical_path.slowest_cell_delay_ps": 720,
    "worst_path_most_repeated_cell": "buf_4"
  },
  "cts": {
    "cts_htree_levels": 3,
    "path_clk_slew_ps": 80,
    "cts_tree": "yes",
    "cts_buffers": 9,
    "cts_resized": 0,
    "cts_sinks": 108,
    "clock_path_buffers": 2,
    "cts_post_setup_buffers_inserted": 0,
    "root_buffer": "clkbuf_16",
    "postCtsHoldBufs": 0
  },
  "place": {
    "placement.setup.worst_slack_ps": 8990,
    "globalplace.congestion": 1.12,
    "placement.io_buffers": 390,
    "postPlaceCellArea_um2": 20100,
    "hpwl_um": 61000
  },
  "synth": {
    "synth-edff-count": 108,
    "synth_async_sr_flop_share_pct": 0,
    "yosysUniqueCellTypes": 86,
    "synth_seq_share_pct": 20.3,
    "synth-seq-cells": 108,
    "synthesis.yosys.warnings": 3,
    "postSynthAreaPerCell_um2": 8.06,
    "yosys.stat.chipArea_um2": 16000,
    "synthCells": 1982,
    "synth-cells-yosys": 1982,
    "synthesis.area_um2": 16000,
    "top_reg_cell_synth": "edfxtp_1"
  },
  "power": {
    "power_switching_share_pct": 44.3,
    "power_density_nw_per_um2": 45.6,
    "share_clk_of_total_power_pct": 16.7,
    "worst_ir_drop_vdd_uv": 40.7,
    "switching_power_uw": 413,
    "power.share.sequential_pct": 24.6,
    "comb_power_share_pct": 58.7,
    "intPower_uw": 519,
    "leakage_uw": 0.00824
  },
  "routing": {
    "detailedRoute.firstPassIterationCount": 10,
    "postRouteAntennaNets": 0,
    "drc_violation_count_after_routing": 0,
    "num_vias": 19100,
    "detailedRoute.firstIterationViolations": 2958,
    "drt-vias-per-instance": 7.11,
    "drt-total-wl_um": 78000,
    "post_drt_wl_per_cell_um": 29.0
  },
  "layout": {
    "final_cell_mix": "385 x clkdlybuf4s50_1, 207 x mux2i_1, 167 x nor2_1",
    "final_area_um2": 20400,
    "final_util_pct": 65.0,
    "drive_above_1_share_pct": 6.95,
    "layout_top_cell_excl_fill_tap": "clkdlybuf4s50_1",
    "synth_to_layout_area_growth_pct": 27.9
  },
  "global_routing": {
    "grt_pass1_wl_um": 114000,
    "grt_antenna_before_repair": 5,
    "maximum_number_of_pins_on_one_net_before_global_route_repair": 68,
    "grt_overflow_total": 0,
    "vias_in_the_first_global_route": 17500,
    "grt_use_total_pct": 48.4
  },
  "job": {
    "openroad.warnings": 90,
    "max_capacitance_violation_count": 0
  },
  "run_status": {
    "run_status": "finished clean"
  }
}
-- power groups by stage --
stage / clock network [uW] / registers (uW) / logic, uW
CTS: 158 / 229 / 523
global route: 163 / 231 / 575
finish: 156 / 229 / 547
-- path summary, 6_finish.rpt --
| path | from | endpoint | slack, ps |
|---|---|---|---|
| setup / recovery | ForwardB[0] | PCTarget[17] | 8680 |
| hold / removal | RdE[1] | EM_FF.RdM[1] | 5180 |
-- final cells by class --
class                      count  area [um^2]
tap                          402          503
clock inverter                 7         88.8
inverter                     135          509
antenna                        1         2.50
multi-input combinational   1587        11600
fill                        2535        11000
timing repair buffer         443         4280
clock buffer                   9          225
sequential                   108         3240
-- synthesized netlist by cell type (20+ instances only) --
cell	n	area (um^2)
inv_1	132	495
o2bb2ai_1	29	254
clkbuf_1	93	349
o221ai_1	40	350
ha_1	128	1600
o211ai_1	29	218
a211oi_1	21	158
a221oi_1	36	315
buf_2	36	180
o221a_2	27	304
a21oi_1	112	561
o21ai_0	139	696
nor2_1	169	634
nand2_1	128	480
nand2b_1	32	200
edfxtp_1	108	3240
o22ai_1	31	194
nand3b_1	30	225
mux2_2	20	225
nand3_1	45	225
a31oi_1	22	138
a22oi_1	22	165
mux2i_1	208	2080
nor3_1	45	225
-- kinds of logic (layout without fill, tap and decap cells) --
family	count (synthesis)	in the layout	synth area share (%)
flip-flops	108	108	20.3
XOR/XNOR	10	10	0.548
AND-OR/OR-AND	675	675	30.0
multiplexers	232	232	14.9
adder cells (fa/ha/maj)	130	130	10.3
AND/OR/NAND/NOR	540	540	16.5
buffers and inverters	287	594	7.51
other	0	1	0
-- flip-flops by register name, summed over array words and instances, names as in the netlist --
| signal | cells |
|---|---|
| EM_FF.Rd2M | 32 |
| EM_FF.inc_PCM | 32 |
| EM_FF.ALUoutM | 32 |
| EM_FF.RegWriteM | 1 |
| EM_FF.ResultSrcM | 2 |
| EM_FF.funct3M | 3 |
| EM_FF.RdM | 5 |
| EM_FF.MemWriteM | 1 |
-- critical path: cells and delay by family --
family | cells | cell delay (ps)
AND/OR/NAND/NOR | 3 | 430
adder cells (fa/ha/maj) | 1 | 350
AND-OR/OR-AND | 8 | 3410
buffers and inverters | 6 | 2130
-- layer usage --
layer,share of wire (%),global-route usage [%],vias to the layer above,wire length (um)
met2,42,69.1,1657,32600
li1,-,-,8217,-
met1,36,64.1,8899,28200
met4,7.2,26.9,8,5610
met3,15,18.3,349,11500
met5,0.069,0,-,54
-- through the flow --
| step | std cells | total power, uW |
|---|---|---|
| 2_1_floorplan | 1982 | 521 |
| 4_1_cts | 2691 | 910 |
| 3_3_place_gp | 2675 | 747 |
| 5_1_grt | 2691 | 968 |
| 6_report | 2692 | 932 |
| 3_5_place_dp | 2675 | 753 |
No activity file was given, so power comes from the tool's default toggle rates.
